File: /design/flow/design.v
module connect(
    input wire door,
					start,
    input wire[1:0] load,
    input wire clk,
	 output wire agitator, motor, pump, speed, water
    );
	wire td, tf, tr, ts, tw, reset;
	washing_machine_control c1 (td,tf,tr,ts,tw,door,start,agitator,motor,pump,speed,water,reset);
	timer t1 (clk,reset,td,tf,tr,ts,tw,load);
endmodule
module  timer(clk, reset,
                td, tf, tr, ts, tw, load);
  parameter   ONE = 1,
              TWO = 2,
              FOUR = 4,
              EIGHT = 8,
              WIDTH = 8;
  output td, tf, tr, ts, tw;
  input  [ONE : 0] load;
  input  clk, reset;
  reg  [WIDTH-1 : 0]  out;
  reg  td, tf, tr, ts, tw;
  wire [ONE  : 0] load;
  wire clk, reset;
  always @(posedge clk or posedge reset) begin
    if (reset)
		out <= 0;
    else begin
		out <= out + 1;
    end
  end
  always @(*)
    if (reset) begin
      td = 0;
      tf = 0;
      tr = 0;
      ts = 0;
      tw = 0;
    end
    else begin
      case(out)
        ONE: begin
          td = ONE;
        end
        TWO: begin
          tf = ONE;
          if (load == 0)
            tw = ONE;
        end
        FOUR: begin
          tr = ONE;
          if (load == ONE)
            tw = ONE;
        end
        EIGHT: begin
          ts = ONE;
          if (load == TWO)
            tw = ONE;
        end
      endcase
    end
endmodule
module washing_machine_control( tdrain, tfill, trinse,
					  										tspin, twash,
					  										door, start, agitator,
					  										motor, pump, speed,
																water_fill, reset
					  										);
  parameter idle = 0,
						fill_1 = 1,
						wash_1 = 2,
						drain_1 = 3,
						fill_2 = 4,
						wash_2 = 5,
						drain_2 = 6,
						spin = 7,
						hold = 8,
						LOW = 0,
						HIGH = 1,
						TWO = 2;
  input   tdrain, tfill, trinse,
	    		tspin, twash, door, start;
  output  agitator, motor, pump,
	    		speed, water_fill, reset;
  wire  tdrain, tfill, trinse,
	  		tspin, twash, start;
  reg   agitator, motor, pump,
	  		speed, water_fill, reset;
  reg [TWO : 0] current_state, next_state;
	initial current_state = 3'b000;
	initial next_state = 3'b000;
  always @( * ) begin
		if(start == HIGH && current_state == idle && door == LOW) 
			next_state = next_state + 1;
		if(reset == HIGH && door == LOW)
			next_state = next_state + 1;
		if(next_state == 8)
			next_state = idle;
		case (current_state)
			idle: begin
				agitator 	 = LOW;
				motor 	 	 = LOW;
				pump 		 	 = LOW;
				speed 	 	 = LOW;
				water_fill 	 = LOW;
				reset 	 	 = LOW;
				if(start == HIGH) begin
					current_state = next_state;
					reset = HIGH;
				end
			end
			fill_1: begin
				agitator 	 = LOW;
				motor 	 	 = LOW;
				pump 		 	 = LOW;
				speed 	 	 = LOW;
				water_fill 	 = HIGH;
				reset 		 = LOW;
				if(tfill == HIGH) begin
					current_state = next_state;
					reset = HIGH;
				end
			end
			wash_1: begin
				agitator 	 = HIGH;
				motor 	 	 = HIGH;
				pump 		 	 = LOW;
				speed 	 	 = LOW;
				water_fill   = LOW;
				reset 		 = LOW;
				if(twash == HIGH) begin
					current_state = next_state;
					reset = HIGH;
				end
			end
			drain_1: begin
				agitator 	 = LOW;
				motor 	 	 = LOW;
				pump 		 	 = HIGH;
				speed 	 	 = LOW;
				water_fill   = LOW;
				reset 		 = LOW;
				if(tdrain == HIGH) begin
					current_state = next_state;
					reset = HIGH;
				end
			end
			fill_2: begin
				agitator 	 = LOW;
				motor 	 	 = LOW;
				pump 		 	 = LOW;
				speed 	 	 = LOW;
				water_fill   = HIGH;
				reset 		 = LOW;
				if(tfill == HIGH) begin
					current_state = next_state;
					reset = HIGH;
				end
			end
			wash_2: begin
				agitator 	 = HIGH;
				motor 	 	 = HIGH;
				pump 		 	 = LOW;
				speed 	 	 = LOW;
				water_fill   = LOW;
				reset 		 = LOW;
				if(twash == HIGH) begin
					current_state = next_state;
					reset = HIGH;
				end
			end
			drain_2: begin
				agitator 	 = LOW;
				motor 	 	 = LOW;
				pump 		 	 = HIGH;
				speed 	 	 = LOW;
				water_fill   = LOW;
				reset 		 = LOW;
				if(tdrain == HIGH) begin
					current_state = next_state;
					reset = HIGH;
				end
			end
			spin: begin
				if(door == HIGH) begin 
					agitator 	 = LOW;
					motor 	 	 = LOW;
					pump 		 	 = LOW;
					speed 	 	 = LOW;
					water_fill   = LOW;
					reset 		 = LOW;
				end 
				else begin
					agitator 	 = LOW;
					motor 	 	 = HIGH;
					pump 		 	 = LOW;
					speed 	 	 = HIGH;
					water_fill   = LOW;
					reset 		 = LOW;
					if(tspin == HIGH && door == LOW) begin
						current_state = next_state;
						reset = HIGH;
					end
				end
			end
			default:
				current_state = idle;
		endcase
  end
endmodule
File: /design/flow/run.sh
#!/bin/bash
# OpenROAD 26Q1-2900-gdf79404cd8, Yosys 0.63+post, stock flow scripts
make -C /OpenROAD-flow-scripts/flow DESIGN_CONFIG=/design/flow/config.mk WORK_HOME=/design/flow/orfs finish
File: /design/flow/config.mk
export PLATFORM = sky130hd
export DESIGN_NAME = connect
export DESIGN_NICKNAME = connect
export VERILOG_FILES = /design/flow/design.v
export SDC_FILE = /design/flow/constraint.sdc
export NUM_CORES = 4
export LEC_CHECK = 1
export CORE_AREA = 10 10 85 85
export DIE_AREA = 0 0 95 95
File: /design/flow/constraint.sdc
current_design connect

set clk_period 3.3
set clk_io_pct 0.2

create_clock -name clk0 -period $clk_period [get_ports {clk}]

set non_clock_inputs [all_inputs -no_clocks]
set_input_delay [expr $clk_period * $clk_io_pct] -clock clk0 $non_clock_inputs
set_output_delay [expr $clk_period * $clk_io_pct] -clock clk0 [all_outputs]
==> impl_metrics.env <==
# physical design summary
export IMPL_run_status="complete, no violations"
export IMPL_power_density_mw_per_mm2=430
export IMPL_max_freq_ghz=0.377
export IMPL_fin_area_mm2=0.00109
export IMPL_ant_nets=0
export IMPL_grt_pass1_wl_mm=2.50
export IMPL_ys_types=32
export IMPL_path_max_fanout=5
export IMPL_critPathRequiredTime_ps=2640
export IMPL_vias_per_cell=3.69
export IMPL_tool_warnings=28
export IMPL_final_cells=174
export IMPL_io_pins=10
export IMPL_post_dp_cell_area_mm2=0.00105
export IMPL_grt_max_degree=13
export IMPL_mux_area_share_pct=5.47
export IMPL_arrival_ps=1990
export IMPL_drc=0
export IMPL_cts_setup_buffers=0
export IMPL_cts_tree="yes"
export IMPL_fin_crit_sh_pct=80.3
export IMPL_dieArea_mm2=0.00903
export IMPL_initCoreUtil_pct=16.3
export IMPL_critPathTopFamily="buffers and inverters"
export IMPL_synth_cellmix_simpleShare_pct=16.4
export IMPL_synth_chip_area_um2=892
export IMPL_rows=27
export IMPL_yosysTopAreaCell="dfrtp_1"
export IMPL_grt_busiest_layer="met2"
export IMPL_vias=642
export IMPL_dr_pass1_iters=4
export IMPL_yosys_warnings=120
export IMPL_cts_htree_levels=1
export IMPL_clock_latency_late_pin_ps=220
export IMPL_dieWidth_um=95
export IMPL_crit_chain="clkdlybuf4s50_1, nor3_1, or2_2, clkdlybuf4s50_1"
export IMPL_antenna_found_initial=0
export IMPL_met2_usage_pct=4.86
export IMPL_fp_coreArea_mm2=0.00547
export IMPL_cts_root_buf="clkbuf_8"
export IMPL_rsz0062_at_grt="false"
export IMPL_layout_top_cell="inv_1"
export IMPL_area_delta_synth_final_pct=22.3
export IMPL_antenna_cells=0
export IMPL_hold_viol=0
export IMPL_drt_wl_total_mm=1.48
export IMPL_globalplace_congestion=0.748
export IMPL_ctsResizeCount=0
export IMPL_synthesis_instances=92
export IMPL_max_slew_margin_pct=70.0
export IMPL_synthesis_area_um2=892
export IMPL_logic_family="simple AND/OR/NAND/NOR gates"
export IMPL_worstMarginPinSlew_ps=446
export IMPL_timing_setup_tns_ps=0
export IMPL_adder_share_pct=8.42
export IMPL_slowest_stage="clkdlybuf4s50_1"
export IMPL_p_leak_nw=0.473
export IMPL_cpMostUsedCell="clkdlybuf4s50_1"
export IMPL_ys_sh_xor_pct=10.8
export IMPL_cts_hold_buf=0
export IMPL_cpPeakStageDelay_ps=550
export IMPL_synth_seq_cells=18
export IMPL_path_buffers=2
export IMPL_numCtsBuffers=3
export IMPL_aoi_share_pct=12.5
export IMPL_setup_violations=0
export IMPL_drive_gt1_share_pct=11.8
export IMPL_ys_cells=92
export IMPL_peakVddDrop_mv=0.156
export IMPL_fin_worst_skew_ps=3.60
export IMPL_cts_clk_slew_worst_paths_ps=40
export IMPL_postSynthAreaPerCell_um2=9.70
export IMPL_finalCriticalPeriod_ps=2650
export IMPL_met1_usage_pct=4.55
export IMPL_dp_hpwl_mm=1.20
export IMPL_crit_type="in -> out"
export IMPL_drt_wirelength_per_cell_um=8.51
export IMPL_cap_viol_max_count=0
export IMPL_use_met3_pct=1.36
export IMPL_slew_violations=0
export IMPL_topCellsByArea="dfrtp_1 22%, dlxtn_1 17%, ha_1 8.4%, xnor2_1 7.9%, inv_1 4.6%"
export IMPL_gr_total_overflow=0
export IMPL_worst_setup_path_end_kind="primary output"
export IMPL_unclocked_regs=10
export IMPL_grt_pass1_vias=599
export IMPL_hold_class="reg -> reg"
export IMPL_dp_cells=171
export IMPL_numPortBuffers=9
export IMPL_cts_buffer_depth=2
export IMPL_crit_path_start_kind="input pin"
export IMPL_drtIter0Drc=28
export IMPL_layout_top_cells="11 x inv_1, 10 x dlxtn_1, 9 x clkdlybuf4s50_1, 8 x xnor2_1, 8 x dfrtp_1"
export IMPL_grt_total_usage_pct=3.31
export IMPL_top_cell_area_share_pct=22.4
export IMPL_untimed_endpoints=13
export IMPL_die_y_um=95
export IMPL_fillerInstances=612
==> sequential cells by signal, indices dropped and copies added, names as in the netlist <==
| name | flops |
|---|---|
| c1.current_state | 3 |
| c1.next_state | 3 |
| t1.out | 8 |
| t1.td | 1 |
| t1.tf | 1 |
| t1.ts | 1 |
| t1.tw | 1 |
==> stage by stage <==
step	util, %	worst slack (ps)	hold slack (ps)	total power, mW
2_1_floorplan	-	1700	437	0.324
3_3_place_gp	19.2	644	457	0.353
3_5_place_dp	19.2	643	456	0.363
4_1_cts	19.9	640	463	0.478
5_1_grt	19.9	577	488	0.508
6_report	19.9	650	466	0.469
==> per-layer routing <==
| layer | share of wire, % | up-vias |
|---|---|---|
| li1 | - | 336 |
| met1 | 47 | 289 |
| met2 | 43 | 15 |
| met3 | 8.9 | 2 |
| met4 | 1.1 | 0 |
| met5 | 0 | - |
==> cells by family after synthesis <==
group / count (synthesis)
AOI/OAI and AO/OA: 15
xor gates and xnor gates: 11
adders and majority gates: 6
buffers and inverters: 13
DFF: 8
latches: 10
muxes: 4
and+or+nand+nor: 25
==> where the power goes <==
group	total [mW]	switching [mW]	internal, mW
logic	0.168	0.0730	0.0946
registers	0.190	0.0235	0.167
clock network	0.112	0.0333	0.0785
total	0.469	0.130	0.340
==> cells in the mapped netlist, drive strengths merged <==
cell / instances
a311o: 1
a311oi: 1
nand2b: 2
or2: 1
a31oi: 3
or4: 1
or3b: 1
mux2: 4
nor3: 2
inv: 11
nand2: 2
o21ai: 1
a22oi: 1
ha: 6
a21oi: 5
nand3: 7
and3: 1
xor2: 3
dlxtn: 10
nor2b: 1
xnor2: 8
dfrtp: 8
a41oi: 2
nor2: 4
buf: 2
and2b: 1
nor4: 1
nand3b: 1
a21boi: 1
==> worst paths after layout <==
path,slack (ps),end,startpoint,cells past startpoint
min,470,t1.out[7],t1.out[7],1
max,650,motor,door,4
min in group asynchronous,1550,t1.out[3],start,5
max in group asynchronous,1470,t1.out[0],start,5
min reg2reg,470,t1.out[7],t1.out[7],1
max reg2reg,1960,t1.out[5],t1.out[2],4
==> area by class of cell <==
type                            instances  area, um^2  area share (%)
Clock buffer                            3        41.3            3.78
Inverter                               11        41.3            3.78
Multi-Input combinational cell         61         478            43.8
Sequential cell                        18         350            32.1
Tap cell                               72        90.1            8.26
Timing Repair Buffer                    9        90.1            8.26
No activity file was given, so power comes from the tool's default toggle rates.
